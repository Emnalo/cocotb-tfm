==> flow/design.v <==
module CounterComponent (
    input clk,             
    input rst,             
    output reg [3:0] int_counter,    
    output reg [3:0] unsigned_counter  
);
    reg signed [3:0] int_counter_reg;
    reg [3:0] unsigned_counter_reg;
    always @(posedge clk or posedge rst) begin
        if (rst) begin
            int_counter_reg <= 0;
            unsigned_counter_reg <= 4'b0000;
        end else begin
            if (int_counter_reg < 10) begin
                int_counter_reg <= int_counter_reg + 1;
            end else begin
                int_counter_reg <= 0;  
            end
            if (unsigned_counter_reg < 10) begin
                unsigned_counter_reg <= unsigned_counter_reg + 1;
            end else begin
                unsigned_counter_reg <= 4'b0000;  
            end
        end
    end
    assign int_counter = int_counter_reg;
    assign unsigned_counter = unsigned_counter_reg;
endmodule
==> flow/run.sh <==
#!/bin/bash
# OpenROAD 26Q1-2900-gdf79404cd8, Yosys 0.63+post, stock flow scripts
make -C /OpenROAD-flow-scripts/flow DESIGN_CONFIG=/design/flow/config.mk WORK_HOME=/design/flow/orfs finish
==> flow/config.mk <==
export PLATFORM = sky130hd
export DESIGN_NAME = CounterComponent
export DESIGN_NICKNAME = CounterComponent
export VERILOG_FILES = /design/flow/design.v
export SDC_FILE = /design/flow/constraint.sdc
export NUM_CORES = 4
export LEC_CHECK = 1
export CORE_AREA = 10 10 70 70
export DIE_AREA = 0 0 80 80
==> flow/constraint.sdc <==
current_design CounterComponent

set clk_period 1.7
set clk_io_pct 0.2

create_clock -name clk0 -period $clk_period [get_ports {clk}]

set non_clock_inputs [all_inputs -no_clocks]
set_input_delay [expr $clk_period * $clk_io_pct] -clock clk0 $non_clock_inputs
set_output_delay [expr $clk_period * $clk_io_pct] -clock clk0 [all_outputs]
==> ci_impl_report.md <==
## Synthesis and layout report

| Metric | Value |
|---|---|
| # hold bufs at CTS | `0` |
| Number of global-route vias before repair | `approximately 250` |
| Yosys Chip Area | `about 320 um2` |
| Type of the worst min-delay path | `in2async` |
| Post-route setup slack | `0.146 ns` |
| Final hold vios | `0` |
| Hold WS | `~0.35 ns` |
| GRT overflow | `0` |
| Die width | `~80 um` |
| Max-slew headroom | `0.789` |
| CTS tree | `done` |
| Clock Skew | `0.000215 ns` |
| Init Core Util | `0.0945` |
| Storage element area | `200 um2` |
| Most instantiated logic cells after routing | `clkdlybuf4s50_1 (9), dfrtp_1 (8), clkbuf_4 (3)` |
| Slew Viols, Final | `0` |
| Cell Rows | `21` |
| Final setup violation count | `0` |
| WP buf/inv | `1` |
| CP delay by family, top | `buffers and inverters` |
| CP Launch Type | `flip-flop` |
| Setup bufs post-CTS | `0` |
| Core area | `between 3000 and 4000 um2` |
| CTS Root Cell | `clkbuf_4` |
| Clock buffer depth | `2` |
| DR WL/cell | `7.59 um` |
| Die area | `6400 um2` |
| Post_cts resized | `0` |
| Count of tool warnings | `25` |
| Largest net degree at the start of global routing | `9` |
| Least-Margin Pin Slew | `around 0.32 ns` |
| Crit path kind | `reg2out` |
| Highest-delay cell along the critical path | `clkdlybuf4s50_1` |
| Post-layout minimum cycle time | `1.55 ns` |
| Avg Cell Area, Syn | `13.5 um2` |
| RR Startpoint | `unsigned_counter_reg[1]` |
| Layout cell share with drive strength beyond 1 | `0.167` |
| Routability Congestion | `0.650` |
| Synth cell types | `15` |
| Final instance area | `493 um2` |
| Mapped Cells | `24` |
| Most instantiated logic cell after routing | `clkdlybuf4s50_1` |
| Initial antenna violation count | `0` |
| Max FO, Critical Path | `6` |
| Pleak | `0.215 nW` |
| Clock Sinks | `8` |
| Peak VDD IR | `0.313 mV` |
| Logic area | `111 um2` |
| N_diodes | `0` |
| Fin Setup TNS | `0 ns` |
| Crit-path cells | `clkdlybuf4s50_1` |
| Crit path DRT | `1.36 ns` |
| Yosys stat cell total | `24` |
| CP Capture Type | `output pin` |
| Crit path DAT | `1.21 ns` |
| Unrepaired setup endpoints after global routing | `false` |
| Max Fclk | `0.643 GHz` |
| Clock transition at path regs | `0.05 ns` |
| Final WL | `622 um` |
| Via/cell ratio | `2.57` |
| First-pass GRT wire length | `1170 um` |
| Routed vias | `between 200 and 250` |
| Seq/Total Area, Yosys | `0.620` |
| Power Density | `681 nW/um2` |
| Flops after synth | `8` |
| IO buf count | `9` |
| H-tree Lvls | `1` |
| DRT Pass-1 Iters | `3` |
| Fill count | `about 400` |
| Place WS | `0.409 ns` |
| TritonCTS Buffers | `3` |
| Syn Std Cell Area | `roughly 320 um2` |
| Area Growth Syn to Fin | `52.7%` |
| DP Wirelength | `495 um` |
| Worst-Skew Late Latency | `~0.25 ns` |
| Final antenna-violating net count | `0` |
| Crit-path max cell delay | `~0.5 ns` |
| Ports | `10` |
| Die Y | `80 um` |
| Worst setup startpoint | `unsigned_counter_reg[3]` |
| DRT iter0 DRCs | `5` |
| Max Cap Viol | `0` |
| Synth warn | `3` |
| Tot GR Track Use | `0.0233` |
| Drt drc | `0` |
| Status | `complete, no violations` |
| DP Area | `470 um2` |
| Final worst-path cycle share | `0.914` |
-- kinds of logic (layout without fill, tap and decap cells) --
kind of cell / Yosys count / after routing / synth area share
AND-OR/OR-AND: 4 / 4 / 0.0930
AND/OR/NAND/NOR: 5 / 5 / 0.120
XOR/XNOR: 2 / 2 / 0.0543
buffers and inverters: 3 / 15 / 0.0349
flip-flops: 8 / 8 / 0.620
adder cells (fa/ha/maj): 2 / 2 / 0.0775
-- power by group --
group | internal [mW] | total, mW | switching (mW) | leakage, nW
sequential | 0.191 | 0.191 | 0 | 0.108
clock | 0.0804 | 0.139 | 0.0586 | 0.0138
combinational | 0.00215 | 0.00610 | 0.00395 | 0.0932
-- per-layer routing --
metal | global-route usage | share of wire | vias to the layer above
met1 | 0.0304 | 0.50 | 94
met4 | 0.00176 | 0 | 0
met5 | 0 | 0 | -
li1 | - | - | 105
met3 | 0.0273 | 0.22 | 0
met2 | 0.0241 | 0.27 | 12
-- per-stage QoR --
| stage | util | power, mW | std cells |
|---|---|---|---|
| 6_report | 0.144 | 0.336 | 82 |
| 3_5_place_dp | 0.138 | 0.200 | 79 |
| 3_3_place_gp | 0.138 | 0.200 | 79 |
| 2_1_floorplan | - | 0.197 | 24 |
| 4_1_cts | 0.144 | 0.342 | 82 |
| 5_1_grt | 0.144 | 0.365 | 82 |
-- Yosys cell counts --
library cell / n / area, um2
a21oi_1: 1 / 5.00
nor2b_1: 1 / 6.26
inv_2: 1 / 3.75
xnor2_1: 1 / 8.76
dfrtp_1: 8 / 200
inv_1: 2 / 7.51
a21o_1: 1 / 7.51
nand3_1: 1 / 5.00
nor3b_2: 1 / 12.5
ha_1: 2 / 25.0
o21ai_1: 1 / 5.00
xor2_1: 1 / 8.76
nand4b_1: 1 / 8.76
o31ai_2: 1 / 12.5
and2_1: 1 / 6.26
-- area by class of cell --
| cell class | count | share of cell area |
|---|---|---|
| clock buffer | 3 | 0.0457 |
| tap | 46 | 0.117 |
| multi-input combinational | 13 | 0.226 |
| timing repair buffer | 9 | 0.183 |
| inverter | 3 | 0.0228 |
| sequential | 8 | 0.406 |
-- path summary, 6_finish.rpt --
kind	endpoint	slack (ns)	depth (start not counted)
min	unsigned_counter_reg[2]	0.35	2
min reg2reg	int_counter_reg[3]	0.47	1
max in group asynchronous	int_counter_reg[0]	1.11	2
max	unsigned_counter[3]	0.15	1
min in group clk0	int_counter_reg[3]	0.47	1
max reg2reg	unsigned_counter_reg[2]	0.69	3
Power is estimated from default activity; no workload was simulated.
