==> flow/design.v <==
module ArithmeticLogicUnit (
    input [7:0] a_i,            
    input [7:0] b_i,            
    input [2:0] operation_i,    
    output zero_o,              
    output [7:0] result_o       
);
    localparam ZERO = 8'b00000000;
    wire [7:0] add_result, sub_result, and_result, or_result, slt_result;
    reg [7:0] aux_result;
    assign add_result = a_i + b_i;                   
    assign sub_result = a_i - b_i;                   
    assign and_result = a_i & b_i;                   
    assign or_result = a_i | b_i;                    
    assign slt_result = (a_i < b_i) ? 8'b00000001 : 8'b00000000;  
    always @(*) begin
        case (operation_i)
            3'b010: aux_result = add_result;
            3'b110: aux_result = sub_result;
            3'b000: aux_result = and_result;
            3'b001: aux_result = or_result;
            3'b111: aux_result = slt_result;
            default: aux_result = 8'b00000000;
        endcase
    end
    assign zero_o = (aux_result == ZERO) ? 1'b1 : 1'b0;
    assign result_o = aux_result;
endmodule
module RegisterNbits #(
    parameter SIZE = 8              
)(
    input rst_i,                    
    input clk_i,                    
    input en_i,                     
    input [SIZE-1:0] d_i,           
    output reg [SIZE-1:0] q_o       
);
    reg [SIZE-1:0] aux;
    always @(posedge clk_i or posedge rst_i) begin
        if (rst_i)                  
            aux <= {SIZE{1'b0}};
        else if (en_i)              
            aux <= d_i;             
    end
    always @(*) begin
        q_o = aux;
    end
endmodule
module RegisteredALU (
    input rst_i,
    input clk_i,
    input en_i,
    input [7:0] a_i,
    input [7:0] b_i,
    input [2:0] operation_i,
    output zero_o,
    output [7:0] result_o
);
    wire [7:0] result;
    wire zero;
    ArithmeticLogicUnit alu (
        .a_i(a_i),
        .b_i(b_i),
        .operation_i(operation_i),
        .zero_o(zero),
        .result_o(result)
    );
    RegisterNbits #(.SIZE(8)) result_register (
        .rst_i(rst_i),
        .clk_i(clk_i),
        .en_i(en_i),
        .d_i(result),
        .q_o(result_o)
    );
    RegisterNbits #(.SIZE(1)) zero_register (
        .rst_i(rst_i),
        .clk_i(clk_i),
        .en_i(en_i),
        .d_i(zero),
        .q_o(zero_o)
    );
endmodule
==> flow/run.sh <==
#!/bin/bash
# OpenROAD 26Q1-2900-gdf79404cd8, Yosys 0.63+post, stock flow scripts
make -C /OpenROAD-flow-scripts/flow DESIGN_CONFIG=/design/flow/config.mk WORK_HOME=/design/flow/orfs finish
==> flow/config.mk <==
export PLATFORM = sky130hd
export DESIGN_NAME = RegisteredALU
export DESIGN_NICKNAME = RegisteredALU
export VERILOG_FILES = /design/flow/design.v
export SDC_FILE = /design/flow/constraint.sdc
export NUM_CORES = 4
export LEC_CHECK = 1
export CORE_AREA = 10 10 85 85
export DIE_AREA = 0 0 95 95
==> flow/constraint.sdc <==
current_design RegisteredALU

set clk_period 1.2
set clk_io_pct 0.2

create_clock -name clk0 -period $clk_period [get_ports {clk_i}]

set non_clock_inputs [all_inputs -no_clocks]
set_input_delay [expr $clk_period * $clk_io_pct] -clock clk0 $non_clock_inputs
set_output_delay [expr $clk_period * $clk_io_pct] -clock clk0 [all_outputs]
==> impl_metrics.ini <==
; implementation run metrics
[synth]
async_reset_ff_share_pct = 100
synth-seq-cells = 9
ys_cells = 166
synth-seq-area-share_pct = 15.5
ys_types = 55
ff_type = dfrtp_1
edf_count = 0
postSynthCellCount = 166
syn_area_per_cell_um2 = 8.77
syn-cell-area_um2 = 1460
top_cell = ha_1
synth_top_cell_by_area = ha_1
ys_area_um2 = 1460
ys_warn_count = 3
top_area_share_pct = 21.5
topCellsByArea = ha_1 21%, dfrtp_1 15%, a21oi_1 6.2%
ys_top_cells_by_count = 25 x ha_1, 23 x inv_1, 18 x a21oi_1, 15 x nor2_1, 9 x dfrtp_1

[floorplanning]
boundaryPins = 31
die.size.x_um = 95
fp.coreArea_um2 = 5470
die-area_um2 = 9030
fp_util_pct = 26.6
rows = 27
die_h_um = 95

[place]
io_buffers = 30
post_dp_cell_area_um2 = 2240
dp_hpwl_um = 3280
gp_congestion = 0.908

[global_route]
grt_pass1_vias = 1636
grt_max_degree = 13
grtUsageTotal_pct = 9.71
antenna_found_initial = 0
overflow = 0
grt_first_pass_wirelength_um = 7330

[final_timing]
layout_min_cycle_time_ns = 1.98
slew_headroom_pct = 76.6
rsz0062_at_grt = true
setup_slack_ns = -0.776
hold_viol = 0
period_used_pct = 165
finClkSkew_ns = 0
setup_viol = 9
fmax_ghz = 0.506
worst_pin_slew_ns = 0.351
final_max_slew_viol_count = 0

[layout]
seq_area_um2 = 225
combGateArea_um2 = 1390
syn2layout_area_growth_pct = 86.1
fill_cells = 493
drive_gt1_share_pct = 58.0
fin_util_pct = 49.5
final_area_um2 = 2710

[clock_network]
cts_max_level = 1
clock.latency.late_pin_ns = 0.23
cts_buffer_depth = 2
cts_hold_buf = 0
cts_root_buf = clkbuf_8
cts.sinks = 9
path_clk_slew_ns = 0.05
cts_buffers = 3
cts_tree = done

[worst_setup_path]
path_class = primary input to register
crit_required_ns = 1.34
critPathLaunchType = primary input
r2r_start = result_register.aux[6]
endpoint_kind = register
rr_worst_depth = 2
regToRegSetupSlack_ns = 0.34
crit_fanout = 2
arrival_ns = 2.12
worstReg2RegEnd = result_register.aux[6]

[pwr]
leakage_uw = 0.00123
vdd_drop_max_mv = 0.338
power.density_nw_per_um2 = 663

[job]
warning_count = 45
maxCapViolations = 0

[min_path]
hold_class = primary input to async pin

[drt]
viasPerCell = 4.55
drc_errors = 0
routed_wl_um = 4240
first_pass_iters = 6
insertedDiodeCount = 0
detail_route.wl_per_cell_um = 12.9
ant_nets = 0
dr.first_iter.drc_count = 84
vias = 1498

[outcome]
violations = negative setup slack
status = finished with violations
[critical path: stages]
cell      delay [ns]
buf_12          0.10
ha_4            0.15
fa_2            0.40
mux2_4          0.28
mux2i_4         0.16
o221ai_2        0.12
nand2b_4        0.16
a221oi_2        0.16
nand4_1         0.14
o32ai_2         0.20
[logic make-up after synthesis]
group | share of synthesized area, %
xor+xnor | 2.41
fa+ha+maj | 24.2
compound gates | 27.8
simple gates | 11.9
flops | 15.5
buf+inv | 12.7
mux | 5.41
[what timing repair did]
| action | CTS | global route |
|---|---|---|
| buffers inserted | 15 | 4 |
| hold endpoints to repair | 0 | 0 |
| resized | 107 | 26 |
| pin swaps | 40 | 16 |
| setup endpoints to repair | 18 | 9 |
[power by group]
group | internal, µW | switching (µW) | total, µW
combinational | 611 | 479 | 1090
sequential | 344 | 19.9 | 364
clock | 231 | 113 | 344
[sequential cells by signal (all words and copies together) (netlist names)]
name	count
result_register.aux	8
zero_register.aux	1
[area by class of cell]
class / count / share of cell area (%)
flip-flops and latches: 9 / 8.31
well taps: 72 / 3.32
repair buffers: 96 / 31.3
clock buffers: 4 / 1.66
multi-input cells: 124 / 51.3
inverters: 24 / 4.02
[placed cells by master, fill, tap and decap left out, drive strengths merged, types with 3 or more instances in the layout]
cell type and n:
buf 72, ha 25, inv 23, a21oi 19, dlygate4sd2 17, nor2 15
dfrtp 9, nand2 5, o21bai 5, mux2i 4, xnor2 4, a211oi 4
clkbuf 4, a22oi 4, o221ai 3, clkdlybuf4s50 3, o21ai 3
[stage by stage]
step           total power, µW  hold slack [ns]  instances  TNS [ns]  worst slack, ns
2_1_floorplan              816           0.0679        166     -4.10           -0.797
3_3_place_gp              1230            0.484        310    -11.68            -1.52
3_5_place_dp              1220            0.487        310    -11.79            -1.56
4_1_cts                   1730            0.279        325     -5.28           -0.861
5_1_grt                   1940            0.312        329     -5.74           -0.877
6_report                  1800            0.271        329     -5.03           -0.776
[worst max-delay path by stage]
| stage | startpoint | end | slack (ns) |
|---|---|---|---|
| CTS | a_i[0] | zero_register.aux | -0.86 |
| global route | a_i[3] | zero_register.aux | -0.88 |
| finish | a_i[0] | zero_register.aux | -0.78 |
[routing by layer]
metal / GRT usage, % / up-vias / share of wire (%)
met5: 0 / - / 0
met4: 0.873 / 0 / 0.17
met3: 1.44 / 2 / 3.3
met2: 16.3 / 18 / 47
met1: 13.4 / 707 / 49
li1: - / 771 / -
Power is estimated from default activity; no workload was simulated.
